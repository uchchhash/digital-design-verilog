===== flow/run.sh =====
#!/bin/bash
# OpenROAD 26Q1-2900-gdf79404cd8, Yosys 0.63+post, stock flow scripts
make -C /OpenROAD-flow-scripts/flow DESIGN_CONFIG=/design/flow/config.mk WORK_HOME=/design/flow/orfs finish

===== flow/config.mk =====
export PLATFORM = sky130hd
export DESIGN_NAME = four_bit_multiplier
export DESIGN_NICKNAME = four_bit_multiplier
export VERILOG_FILES = /design/flow/design.v
export SDC_FILE = /design/flow/constraint.sdc
export NUM_CORES = 4
export LEC_CHECK = 1
export CORE_AREA = 10 10 70 70
export DIE_AREA = 0 0 80 80

===== flow/constraint.sdc =====
current_design four_bit_multiplier

set clk_period 5.4
set clk_io_pct 0.2

create_clock -name clk0 -period $clk_period

set non_clock_inputs [all_inputs -no_clocks]
set_input_delay [expr $clk_period * $clk_io_pct] -clock clk0 $non_clock_inputs
set_output_delay [expr $clk_period * $clk_io_pct] -clock clk0 [all_outputs]

===== flow/design.v =====
`timescale 1ns/1ps
module full_adder (
    input  logic A,
    input  logic B,
    input  logic Cin,
    output logic Sum,
    output logic Cout
);
    logic Sum1, Carry1, Carry2;
    half_adder HA1 (
        .A     (A),
        .B     (B),
        .Sum   (Sum1),
        .Carry (Carry1)
    );
    half_adder HA2 (
        .A     (Sum1),
        .B     (Cin),
        .Sum   (Sum),
        .Carry (Carry2)
    );
    assign Cout = Carry1 | Carry2;     
endmodule
`timescale 1ns/1ps
module half_adder (
    input  logic A,
    input  logic B,
    output logic Sum,
    output logic Carry
);
    assign Sum = A ^ B;
    assign Carry = A & B;
endmodule
`timescale 1ns/1ps
module four_bit_multiplier (
    input  logic [3:0] A,
    input  logic [3:0] B,
    output logic [7:0] P
);
    logic pp[3:0][3:0];
    genvar i, j;
    generate
        for (i = 0; i < 4; i++) begin
            for (j = 0; j < 4; j++) begin
                assign pp[i][j] = A[i] & B[j];
            end
        end
    endgenerate
    assign P[0] = pp[0][0];
    logic s1_0, c1_0;
    half_adder HA1_0 (.A(pp[0][1]), .B(pp[1][0]), .Sum(P[1]), .Carry(c1_0));
    logic s2_0, c2_0, s2_1, c2_1;
    full_adder FA2_0 (.A(pp[0][2]), .B(pp[1][1]), .Cin(pp[2][0]), .Sum(s2_0), .Cout(c2_0));
    half_adder HA2_1 (.A(s2_0), .B(c1_0), .Sum(P[2]), .Carry(c2_1));
    logic s3_0, c3_0, s3_1, c3_1, s3_2, c3_2;
    full_adder FA3_0 (.A(pp[0][3]), .B(pp[1][2]), .Cin(pp[2][1]), .Sum(s3_0), .Cout(c3_0));
    full_adder FA3_1 (.A(s3_0), .B(pp[3][0]), .Cin(c2_0), .Sum(s3_1), .Cout(c3_1));
    half_adder HA3_2 (.A(s3_1), .B(c2_1), .Sum(P[3]), .Carry(c3_2));
    logic s4_0, c4_0, s4_1, c4_1, s4_2, c4_2;
    full_adder FA4_0 (.A(pp[1][3]), .B(pp[2][2]), .Cin(pp[3][1]), .Sum(s4_0), .Cout(c4_0));
    full_adder FA4_1 (.A(s4_0), .B(c3_0), .Cin(c3_1), .Sum(s4_1), .Cout(c4_1));
    half_adder HA4_2 (.A(s4_1), .B(c3_2), .Sum(P[4]), .Carry(c4_2));
    logic s5_0, c5_0, s5_1, c5_1;
    full_adder FA5_0 (.A(pp[2][3]), .B(pp[3][2]), .Cin(c4_0), .Sum(s5_0), .Cout(c5_0));
    full_adder FA5_1 (.A(s5_0), .B(c4_1), .Cin(c4_2), .Sum(P[5]), .Cout(c5_1));
    logic s6_0, c6_0;
    full_adder FA6_0 (.A(pp[3][3]), .B(c5_0), .Cin(c5_1), .Sum(P[6]), .Cout(c6_0));
    assign P[7] = c6_0;
endmodule

==> run notes <==
The flow run is done. Filler cell count landed at around 400. Die height landed at 80 um. Post-synthesis instance total landed at 43. According to the dpl log, the detail-placed design has an HPWL of 787.6 um.

For this block, wires on met1 add up to 249 um. The final power report lists total power as roughly 0.05 mW. For this block, the initial DRC count from the detailed router was 3. The area taken by sequential standard cells is reported as 0 sq um. The largest total area in the synthesized netlist belongs to fa_1. 16 I/O pins were placed. Slew of the pin with the lowest slew margin landed at 0.1399 ns.

According to the report, the first pass of detailed routing completed in 2 iterations. The warning tally printed by Yosys for this design is 3. The script parses the final routing iteration and logs DRC violations as 0.

Detailed routing inserted a total of 276 vias. Data arrival at the endpoint of the critical path landed at about 4.2 ns. Cells with a size suffix above 1 make up 21.15% of the layout. The OpenROAD report gives the critical path a required time of 4.32 ns. For this run, the script counts the antenna cells in the layout as 0. The count of cells in the finished layout, fillers not included, comes to 98. Detailed routing placed a total of 537 um of wire on met2. The worst setup path is launched from a primary input. In the global route stage, overall resource usage came out at 2.282%. Global-route wire length before repair landed at 1.179 mm. Number of input and output port buffers inserted landed at 16. The number of antenna violations at the first check in global routing came to 0.

From the final report, the count of setup violators was given as 0. Per the OpenROAD floorplan log, the width of the die is 80 um. Post-route clock period utilization landed at 98.10%. Signed area change from the synthesized netlist to the final layout landed at 42.30%.

Cell count in the Yosys report landed at 43. Headroom to the max-slew limit came out at 90.65%. The flow ran to the end, and the final reports show no timing, DRC or antenna violations.

The report counts max-capacitance violations totalling 0. Yosys attributes the largest share of cell area to fa_1 42%, and2_1 16%, buf_4 16%, ha_1 13%, inv_1 6.9%. The floorplan step records an initial core utilization of 11.17%. Accumulated negative setup slack landed at 0 ns. Detailed-route vias per instance landed at 2.816.

After floorplanning, the die was sized to cover 6400 sq um. Synthesis instantiated 6 different standard cells from the library. Entering global routing, the biggest net connects 5 pins. Max fanout on the critical path was recorded as 4. Per the final timing report, the hold violations number 0. Total placed cells including tap cells landed at between 90 and 100. Total standard cell area after synthesis landed at ~380 sq um. The via count of the first global-routing pass came to 270. Signal nets in the final route climb as high as met3. Floorplan row count landed at 21. The smallest clock period supported by the final layout is computed as ~5.3 ns. Length of routed met3 wiring landed at roughly 16 um. Number of nets with antenna violations after routing landed at 0. Setup repair after global routing left no endpoint under its margin.

Worst hold path cell count landed at 3. Per the summary, power density relative to cell area is 92.20 nW/um^2. The most frequently used library cell after synthesis is and2_1. Top-area cell type share of the netlist area landed at 41.97%.

The worst setup path is of the in -> out kind. Per the timing report, the achievable frequency comes out to 0.1888 GHz. Leftover overflow at the end of global routing landed at 0.

After its last routability iteration, the placer logged a weighted congestion of between 0.6 and 0.7. The highest supply drop recorded on VDD is approximately 0.009 mV. The wire length recorded after detailed routing is 802 um. The commonest cells after synthesis are 10 x and2_1, 8 x buf_4, 8 x fa_1, 7 x inv_1, 6 x nand2_1.

After synthesis, the mean cell area works out to 8.875 sq um. After clock tree synthesis, the flow added hold-fix buffers numbering 0. For this sky-water flow run, the detailed-routed wirelength per cell is reported as 8.184 um. Chip area estimate from yosys synthesis landed at 381.6 sq um.

Sequential elements use 0% of the synthesized area. The design has 0 sequential cells. The worst setup path is captured at a primary output. Core box area landed at between 3000 and 4000 sq um.

Leakage power of the design landed at 0.2574 nW. Summing over the stages, the warning tally comes to 32. STA reports the tightest min-delay check as being of type in -> out. The final timing report lists a max-slew violation count of 0. Tally of clock buffers in the finished layout landed at 0.
==> power breakdown <==
group / leakage [nW] / internal, mW / total (mW) / switching [mW]
Clock: 0 / 0 / 0 / 0
Combinational: 0.257 / 0.0328 / 0.0501 / 0.0173
Sequential: 0 / 0 / 0 / 0
Total: 0.257 / 0.0328 / 0.0501 / 0.0173
==> cell type report <==
| cell class | instances | area (sq um) | share of cell area, % |
|---|---|---|---|
| timing repair buffer | 17 | 151.4 | 27.88 |
| multi-input combinational | 28 | 307.8 | 56.68 |
| tap | 46 | 57.56 | 10.60 |
| inverter | 7 | 26.28 | 4.839 |
==> cells in the final DEF (no fill, tap or decap), drive strengths merged <==
cell | Yosys | final
clkbuf | 0 | 3
inv | 7 | 7
dlymetal6s2s | 0 | 1
ha | 4 | 4
buf | 8 | 2
nand2 | 6 | 6
clkdlybuf4s15 | 0 | 2
and2 | 10 | 10
clkdlybuf4s50 | 0 | 9
fa | 8 | 8
==> worst max-delay path, stage by stage <==
cell and delay, ns:
clkdlybuf4s50_1 0.53, and2_1 0.16, fa_1 0.43, fa_1 0.49, ha_2 0.20, fa_2 0.39, fa_1 0.49, clkdlybuf4s50_1 0.46
==> per-layer routing <==
metal / vias up / global-route usage, %
met1: 135 / 1.621
met2: 4 / 5.859
met5: - / 0
met3: 0 / 0.1136
met4: 0 / 0
li1: 137 / -
==> worst paths after layout <==
| kind | from | endpoint | slack, ns |
|---|---|---|---|
| max | A[3] | P[6] | 0.10 |
| min | A[0] | P[0] | 2.80 |
==> repair_timing <==
item	4_1_cts	5_1_grt
pin swaps	1	4
endpoints found under the setup margin	2	1
setup buffers	0	0
resized	15	9
==> per-stage QoR <==
| stage | setup slack (ns) | area [sq um] | hold WS (ns) | util, % |
|---|---|---|---|---|
| detailed placement | -0.4006 | 546.8 | 3.175 | 16.01 |
| global route | 0.005844 | 543.0 | 2.823 | 15.90 |
| floorplan | 0.6528 | 381.6 | 2.336 | - |
| CTS | 0.01662 | 553.0 | 2.972 | 16.19 |
| finish | 0.1025 | 543.0 | 2.797 | 15.90 |
| global placement | -0.4164 | 546.8 | 3.175 | 16.01 |
==> kinds of logic (layout without fill, tap and decap cells) <==
kind of cell / Yosys count / in the layout / synth area share, %
and+or+nand+nor: 16 / 16 / 22.29
adders and majority gates: 12 / 12 / 55.08
buffers and inverters: 15 / 24 / 22.62
Power is estimated from default activity; no workload was simulated.
