==> flow/design.v <==
`timescale 1ns/1ps
module full_adder (
    input  logic A,
    input  logic B,
    input  logic Cin,
    output logic Sum,
    output logic Cout
);
    logic Sum1, Carry1, Carry2;
    half_adder HA1 (
        .A     (A),
        .B     (B),
        .Sum   (Sum1),
        .Carry (Carry1)
    );
    half_adder HA2 (
        .A     (Sum1),
        .B     (Cin),
        .Sum   (Sum),
        .Carry (Carry2)
    );
    assign Cout = Carry1 | Carry2;     
endmodule
`timescale 1ns/1ps
module half_adder (
    input  logic A,
    input  logic B,
    output logic Sum,
    output logic Carry
);
    assign Sum = A ^ B;
    assign Carry = A & B;
endmodule
`timescale 1ns/1ps
module rca_2op_16bit (
    input  logic [15:0] A,
    input  logic [15:0] B,
    input  logic        Cin,
    output logic [16:0] S   
);
    logic carry;
    rca_2op_8bit RCA0 (
        .A   (A[7:0]),   
        .B   (B[7:0]),   
        .Cin (Cin),      
        .S   ({carry, S[7:0]})  
    );
    rca_2op_8bit RCA1 (
        .A   (A[15:8]),       
        .B   (B[15:8]),       
        .Cin (carry),         
        .S   ({S[16], S[15:8]})  
    );
endmodule
`timescale 1ns/1ps
module rca_2op_8bit (
    input  logic [7:0] A,
    input  logic [7:0] B,
    input  logic       Cin,
    output logic [8:0] S   
);
    logic [7:0] carry;
    full_adder FA0 (
        .A    (A[0]),          
        .B    (B[0]),          
        .Cin  (Cin),           
        .Sum  (S[0]),          
        .Cout (carry[0])       
    );
    genvar i;  
    generate
        for (i = 1; i < 8; i++) begin : rca_stage
            full_adder FA (
                .A    (A[i]),          
                .B    (B[i]),          
                .Cin  (carry[i-1]),    
                .Sum  (S[i]),          
                .Cout (carry[i])       
            );
        end
    endgenerate
    assign S[8] = carry[7];
endmodule
`timescale 1ns/1ps
module rca_3op_16bit (
    input  logic [15:0] A,
    input  logic [15:0] B,
    input  logic [15:0] C,
    input  logic        Cin,
    output logic [17:0] S  
);
    logic [16:0] sum_AB_intermediate;
    rca_2op_16bit RCA0 (
        .A   (A),                            
        .B   (B),                            
        .Cin (Cin),                          
        .S   (sum_AB_intermediate)           
    );
    logic [16:0] sum_ABC_lower_intermediate;
    rca_2op_16bit RCA1 (
        .A   (sum_AB_intermediate[15:0]),  
        .B   (C),                          
        .Cin (1'b0),                       
        .S   (sum_ABC_lower_intermediate)  
    );
    assign S[15:0] = sum_ABC_lower_intermediate[15:0];
    assign S[16] = sum_AB_intermediate[16] ^ sum_ABC_lower_intermediate[16];  
    assign S[17] = sum_AB_intermediate[16] & sum_ABC_lower_intermediate[16];  
endmodule
==> flow/run.sh <==
#!/bin/bash
# OpenROAD 26Q1-2900-gdf79404cd8, Yosys 0.63+post, stock flow scripts
make -C /OpenROAD-flow-scripts/flow DESIGN_CONFIG=/design/flow/config.mk WORK_HOME=/design/flow/orfs finish
==> flow/config.mk <==
export PLATFORM = sky130hd
export DESIGN_NAME = rca_3op_16bit
export DESIGN_NICKNAME = rca_3op_16bit
export VERILOG_FILES = /design/flow/design.v
export SDC_FILE = /design/flow/constraint.sdc
export NUM_CORES = 4
export LEC_CHECK = 1
export CORE_AREA = 10 10 108 108
export DIE_AREA = 0 0 118 118
==> flow/constraint.sdc <==
current_design rca_3op_16bit

set clk_period 21.8
set clk_io_pct 0.2

create_clock -name clk0 -period $clk_period

set non_clock_inputs [all_inputs -no_clocks]
set_input_delay [expr $clk_period * $clk_io_pct] -clock clk0 $non_clock_inputs
set_output_delay [expr $clk_period * $clk_io_pct] -clock clk0 [all_outputs]
==> flow_results.xml <==
<?xml version="1.0" encoding="UTF-8"?>
<metrics>
  <group name="final_layout">
    <metric name="seq_area" unit="um2">0</metric>
    <metric name="layout-drive-gt1-share" unit="">0</metric>
    <metric name="fin_util" unit="">0.185</metric>
    <metric name="area_growth" unit="%">70.8</metric>
    <metric name="clock_buffer_count" unit="">0</metric>
    <metric name="seq_cell_count" unit="">0</metric>
    <metric name="fin_cells" unit="">293</metric>
  </group>
  <group name="floorplan">
    <metric name="die_area" unit="um2">13900</metric>
    <metric name="std_cell_rows" unit="">35</metric>
    <metric name="dieWidth" unit="um">118</metric>
    <metric name="die_height" unit="um">118</metric>
    <metric name="fp-utilization" unit="">0.108</metric>
    <metric name="core_area" unit="um2">9280</metric>
    <metric name="io_pins" unit="">67</metric>
  </group>
  <group name="worst_hold_path">
    <metric name="hold_path_end" unit="">S[3]</metric>
    <metric name="hold-path-cell-count" unit="">5</metric>
    <metric name="holdCritPathClass" unit="">in -&gt; out</metric>
    <metric name="launch_instance_of_the_worst_min_delay_path" unit="">C[3]</metric>
  </group>
  <group name="route">
    <metric name="drt-total-wl" unit="um">2600</metric>
    <metric name="dr_total_vias" unit="">751</metric>
    <metric name="route.detailed.vias_per_inst" unit="">2.56</metric>
    <metric name="first_iter_violations" unit="">3</metric>
    <metric name="post-route-drc-count" unit="">0</metric>
    <metric name="antenna-diode-count" unit="">0</metric>
    <metric name="drt_pass1_iterations" unit="">2</metric>
    <metric name="ant_nets" unit="">0</metric>
    <metric name="avgRoutedWirePerCell" unit="um">8.86</metric>
  </group>
  <group name="timing">
    <metric name="setup_total_negative_slack" unit="ns">0</metric>
    <metric name="achievable-frequency" unit="MHz">60.4</metric>
    <metric name="finalHoldViolations" unit="">0</metric>
    <metric name="post-route-period-util" unit="">0.760</metric>
    <metric name="fin_crit" unit="ns">16.57</metric>
    <metric name="report.final.slew_viol_count" unit="">0</metric>
    <metric name="finalSetupViolations" unit="">0</metric>
    <metric name="tightest_slew" unit="ns">0.118</metric>
    <metric name="rsz0062_at_grt" unit="">false</metric>
    <metric name="slew_headroom" unit="">0.921</metric>
  </group>
  <group name="power_and_ir_drop">
    <metric name="power-per-cell-area" unit="nW/um2">39.1</metric>
    <metric name="total_power" unit="W">0.0000672</metric>
    <metric name="comb_power_share" unit="">1.000</metric>
    <metric name="netSwitchingPower" unit="W">0.0000219</metric>
    <metric name="power.share.sequential" unit="">0</metric>
    <metric name="leakage" unit="nW">0.841</metric>
    <metric name="worst_ir_drop_on_vdd" unit="uV">19.7</metric>
    <metric name="switching_share" unit="">0.325</metric>
    <metric name="power.share.clock" unit="">0</metric>
    <metric name="internal_power_component" unit="W">0.0000454</metric>
  </group>
  <group name="critical_path">
    <metric name="crit_path_start_kind" unit="">input port</metric>
    <metric name="cp-end-kind" unit="">output port</metric>
    <metric name="crit_required" unit="ns">17.44</metric>
    <metric name="cpMaxStageDelayCell" unit="">sky130_fd_sc_hd__clkdlybuf4s50_1</metric>
    <metric name="critical_path_fanout_max" unit="">1</metric>
    <metric name="worst_ep_arrival_time" unit="ns">12.21</metric>
    <metric name="timing_worst_setup_path_type" unit="">in -&gt; out</metric>
    <metric name="crit_top_cell" unit="">sky130_fd_sc_hd__fa_1</metric>
    <metric name="critical_path.max_stage_delay" unit="ns">0.43</metric>
    <metric name="timing.critical_path.cells" unit="">clkdlybuf4s50_1 -&gt; fa_1 -&gt; inv_1 -&gt; fa_1 -&gt; fa_1 -&gt; fa_1 -&gt; fa_1 -&gt; fa_1 -&gt; fa_1 -&gt; fa_1 -&gt; fa_1 -&gt; fa_1 -&gt; fa_1 -&gt; fa_1 -&gt; fa_1 -&gt; fa_1 -&gt; fa_1 -&gt; fa_1 -&gt; fa_1 -&gt; inv_1 -&gt; ha_1 -&gt; clkdlybuf4s50_1</metric>
  </group>
  <group name="yosys">
    <metric name="synth.cells.most_frequent" unit="">sky130_fd_sc_hd__inv_1 (64), sky130_fd_sc_hd__fa_1 (31), sky130_fd_sc_hd__buf_4 (16), sky130_fd_sc_hd__ha_1 (2)</metric>
    <metric name="mappedNetlistArea" unit="um2">1010</metric>
    <metric name="yosys_warning_total" unit="">0</metric>
    <metric name="top_cells_by_area" unit="">sky130_fd_sc_hd__fa_1 (62%), sky130_fd_sc_hd__inv_1 (24%), sky130_fd_sc_hd__buf_4 (12%), sky130_fd_sc_hd__ha_1 (2.5%)</metric>
    <metric name="yosys-stat-area" unit="um2">1010</metric>
    <metric name="ys_cells" unit="">113</metric>
    <metric name="post-synth-top-area-fraction" unit="">0.617</metric>
    <metric name="post-synth-top-count-cell" unit="">sky130_fd_sc_hd__inv_1</metric>
    <metric name="synth.avg_cell_area" unit="um2">8.90</metric>
    <metric name="synth_seq_share" unit="">0</metric>
    <metric name="top_area_cell" unit="">sky130_fd_sc_hd__fa_1</metric>
    <metric name="netlist_cell_types" unit="">4</metric>
    <metric name="netlist_instances" unit="">113</metric>
  </group>
  <group name="global_route">
    <metric name="total_global_routing_overflow" unit="">0</metric>
    <metric name="grt_use_total" unit="">0.0381</metric>
    <metric name="via_count_of_the_first_global_routing_pass" unit="">891</metric>
    <metric name="grt_start_max_net_pins" unit="">2</metric>
    <metric name="grt_first_pass_wirelength" unit="um">4350</metric>
    <metric name="antenna_found_initial" unit="">0</metric>
  </group>
  <group name="clock_tree">
    <metric name="cts_hold_repair.buffers" unit="">0</metric>
    <metric name="postCtsSetupBuffers" unit="">0</metric>
    <metric name="cts.repair.resized" unit="">0</metric>
  </group>
  <group name="status">
    <metric name="result_of_the_run" unit="">finished clean</metric>
  </group>
  <group name="place">
    <metric name="dpl.cell_count" unit="">293</metric>
    <metric name="detailedPlacementHpwl" unit="um">2650</metric>
    <metric name="routabilityCongestion" unit="">0.794</metric>
    <metric name="port_buffers" unit="">67</metric>
  </group>
  <group name="job">
    <metric name="maxCapViolations" unit="">0</metric>
    <metric name="stage_log_warnings" unit="">32</metric>
  </group>
</metrics>
-- worst max path at each step --
stage                 cells past startpoint  from    end
final                                    22  A[0]  S[16]
after global routing                     22  A[0]  S[16]
after CTS                                22  A[0]  S[16]
-- power by group through the flow --
stage	clock network [W]	registers [W]	logic [W]
4_1_cts	0	0	0.0000707
5_1_grt	0	0	0.0000791
6_report	0	0	0.0000672
-- placed cells by master, fill, tap and decap left out --
cell type | Yosys | layout
sky130_fd_sc_hd__clkdlybuf4s50_1 | 0 | 67
sky130_fd_sc_hd__fa_1 | 31 | 31
sky130_fd_sc_hd__ha_1 | 2 | 2
sky130_fd_sc_hd__inv_1 | 64 | 64
-- logic make-up (layout without fill, tap and decap cells) --
family	Yosys count	in the layout	synth area share
fa+ha+maj	33	33	0.642
buf+inv	80	131	0.358
-- worst max-delay path: cells and delay by family --
kind	cells	cell delay, ns
fa+ha+maj	18	6.85
buf+inv	4	0.97
-- metrics by stage --
| step | instance area (um2) | setup slack (ns) | hold slack, ns |
|---|---|---|---|
| 6_report | 1720 | 5.23 | 9.78 |
| 5_1_grt | 1720 | 4.95 | 9.80 |
| 2_1_floorplan | 1010 | 6.23 | 8.90 |
| 3_3_place_gp | 1720 | 5.20 | 9.76 |
| 4_1_cts | 1720 | 5.17 | 9.79 |
| 3_5_place_dp | 1720 | 5.17 | 9.78 |
-- layout make-up --
class	count	area, um2
Timing Repair Buffer	67	671
Fill cell	1054	7570
Tap cell	129	161
Multi-Input combinational cell	33	646
Inverter	64	240
-- routing by layer --
metal | part of all wire | vias to the layer above | global-route usage
met1 | 0.48 | 325 | 0.0512
met2 | 0.29 | 63 | 0.0462
met3 | 0.23 | 0 | 0.0350
met5 | 0 | - | 0
met4 | 0 | 0 | 0
li1 | - | 363 | -
No activity file was given, so power comes from the tool's default toggle rates.
